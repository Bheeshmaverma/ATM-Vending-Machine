==> flow/design.v <==
`timescale 1ns / 1ps
module ATM(amount,led0,sw);
  input [5:0] sw;
  output led0;
  output [7:0] amount;
  reg [7:0] dep_amount;
  always @(sw) begin   
    case (sw)
      0: dep_amount = 8'b0000_0000;  
      1: dep_amount = 8'b0000_0001;  
      2: dep_amount = 8'b0000_0101;  
      4: dep_amount = 8'b0000_1010;  
      8: dep_amount = 8'b0001_0100;  
      16: dep_amount = 8'b0011_0010;  
      32: dep_amount = 8'b0110_0100;  
      default: dep_amount = 8'b0000_0000;  
    endcase  
  end
  assign amount = dep_amount;
  reg active;
  always @(sw) begin   
    case (sw)
      0: active = 1'b0;
      1: active = 1'b0;
      2: active = 1'b0;
      4: active = 1'b0;
      8: active = 1'b0;
      16: active = 1'b0;
      32: active = 1'b0;
      default: active = 1'b1;    
    endcase  
  end
  assign led0 = active;
endmodule
==> flow/run.sh <==
#!/bin/bash
# OpenROAD 26Q1-2900-gdf79404cd8, Yosys 0.63+post, stock flow scripts
make -C /OpenROAD-flow-scripts/flow DESIGN_CONFIG=/design/flow/config.mk WORK_HOME=/design/flow/orfs finish
==> flow/config.mk <==
export PLATFORM = sky130hd
export DESIGN_NAME = ATM
export DESIGN_NICKNAME = ATM
export VERILOG_FILES = /design/flow/design.v
export SDC_FILE = /design/flow/constraint.sdc
export NUM_CORES = 4
export LEC_CHECK = 1
export CORE_AREA = 10 10 70 70
export DIE_AREA = 0 0 80 80
==> flow/constraint.sdc <==
current_design ATM

set clk_period 2.4
set clk_io_pct 0.2

create_clock -name clk0 -period $clk_period

set non_clock_inputs [all_inputs -no_clocks]
set_input_delay [expr $clk_period * $clk_io_pct] -clock clk0 $non_clock_inputs
set_output_delay [expr $clk_period * $clk_io_pct] -clock clk0 [all_outputs]
==> run summary <==
Item: results of the latest flow run.

- For reference, the final report shows the max-slew violation count at 0.
- The buffers plus inverters on the worst setup path is 2.
- Ranked by total cell area, the synthesized netlist is headed by sky130_fd_sc_hd__xnor2_1 (17%), sky130_fd_sc_hd__nor4_1 (12%), sky130_fd_sc_hd__a211o_1 (8.6%).
- STA lists the maximum fanout along the critical path as 2.
- The top cell types in the final layout, fill and taps aside, are sky130_fd_sc_hd__dlygate4sd2_1 (6), sky130_fd_sc_hd__buf_4 (6), sky130_fd_sc_hd__xnor2_1 (4).
- The core outline area is around 3400 µm².
- The total of buffers placed on input and output ports is 14.
- The mux share of post-synthesis cell area is 0%.
- The gate-level netlist out of Yosys references 17 unique cell types.
- The power dissipated by switching net loads is ~25 µW.
- The pre-antenna-repair detailed-routing pass consisted of 2 iterations.
- The number of antenna violations at the first check in global routing came to 0.
- The number of violations reported at the end of detailed-routing iteration 0 is 24.
- The first global-routing pass estimated 1410 µm of wire.
- The prevailing logic family in the synthesized netlist is simple AND/OR/NAND/NOR gates.
- The total via count after detailed routing is between 200 and 300.
- The share of final-layout standard cells stronger than drive strength 1 is between 30% and 40%.
- The area growth from synthesis to layout is 116%.
- Setup total negative slack on the finished layout was measured at 0 ns.
- The number of top-level pins is 15.
- For this run the aggregate overflow at the end of global routing stands at 0.
- Setup repair after global routing left no endpoint under its margin.
- The worst hold path begins at sw[3].
- The die is around 80 µm tall.
- The final tally of setup violations is 0.
- The script computed a power per unit cell area of between 100 and 150 nW/µm².
- The part of the total power dissipated in combinational logic is around 100%.
- The total cell area reported by yosys after synthesis is between 200 and 250 µm².
- The remaining number of nets flagged by the antenna check after routing is 0.
- The worst hold path endpoint is amount[6].
- The internal power of the cells totals ~27 µW.
- The design has 0 sequential cells.
- Before any placement, the netlist area is recorded as 204 µm².
- The top cell type's share of synthesized area is 17.2%.
- The die is 80 µm wide.
- Per the layout area report, the register area comes to 0 µm².
- In this run, the synthesized area fraction spent on xor and xnor cells is recorded as 21.5%.
- The flow reports that sequential cells draw 0% of the design power.
- The critical path required time is 1.92 ns.
- Summed over all layers, the routed wires come to 855 µm.
- Entering global routing, the biggest net connects 9 pins.
- The number of cells in the yosys synthesis report is 30.
- The cell family with the largest share of critical-path delay is buffers and inverters.
- The script computed the net switching share of total power as 48.7%.
- The synthesized netlist devotes between 20% and 30% of its cell area to compound gates.
- After detailed routing, the number of remaining DRC violations is 0.
- The sequential-to-total area share from yosys stat is 0%.
- Subtracting the final worst setup slack from the clock period gives approximately 2.3 ns.
- Traced cell by cell, the critical path runs through dlygate4sd2_1 > or4_4 > nor2_2 > clkdlybuf4s50_1.
- Per STA, the highest per-stage delay on the worst path measures roughly 0.55 ns.
- The total antenna diodes in the routed design is 0.
- The number of vias per cell is 2.84.
- The worst slack at placement is -0.297 ns.
- The per-instance average area after synthesis is 6.80 µm².
- The floorplan die area is about 6400 µm².
- The number of standard-cell rows in the floorplan is 21.
- The synthesized netlist devotes between 30 and 40% of its cell area to simple gates.
- The placed instance count is 91.
- After routing the design area is between 400 and 500 µm².
- The worst-case vdd ir drop is roughly 17 µV.
- Total global-route track usage over all layers is under 10%.
- The critical path is of the in -> out type.
- Once the floorplan was initialized, standard cells occupied ~6% of the core.
- The number of max-capacitance violations reported is 0.
- The adder-cell area share of the yosys netlist is 0%.
- The flow ran to the end, and the final reports show no timing, DRC or antenna violations.
- The post-route clock period utilization is between 90% and 100%.
- Fill cells in the final layout number 402.
- Across all setup checks in the final design, the least slack found is roughly 0.079 ns.
- Across all stage logs, warnings added up to 32.
- After layout, the clock buffer instance count stands at 0.
- Dividing the detail-routed wire length by the instance count gives between 9 and 10 µm.
- The report gives the cell count of the worst hold path as 3.
- The worst-path cell with the longest stage delay is sky130_fd_sc_hd__or4_4.
- The analysis attributes to cell leakage a power of 0.000179 µW.
- After technology mapping, the gate count stands at 30.
- The final power report lists total power as ~52 µW.
- After the flow finishes, the layout carries non-filler instances totaling ~90.
- The via count of the first global-routing pass is between 200 and 250.
- The area after detailed placement is around 400 µm².
- The power share of the clock group is 0%.
- The cell taking the most area after synthesis is sky130_fd_sc_hd__xnor2_1.
- The type recorded for the worst min-delay path is in -> out.
- In this build the clock could be raised as far as about 0.43 GHz.
- The routability congestion estimate is 0.669.
- At the worst endpoint, the arrival time is 1.84 ns.
- The kind of end point of the critical path is an output pin.
- Per the final timing report, the hold violations number 0.
- The warning tally printed by Yosys for this design is 1.
- The combinational gate area is 210 µm².
- The kind of launch point of the worst setup path is an input port.
## Yosys cell counts, drive strengths merged
cell type and n:
xnor2 4, or3 1, a211o 2, o21ai 2
xor2 1, nand2b 2, a21oi 2, nor3 2
nor4 4, or2 1, conb 1, nor2 2
buf 5, or4 1
## repair_timing
action,in CTS,in global routing
hold buffers,0,0
gates resized,18,8
pin swaps,0,2
endpoints found under the setup margin,8,4
cloned,0,0
buffers inserted,0,0
## area by class of cell
cell class | count | area share (%)
Timing Repair Buffer | 20 | 39.2
Tap cell | 46 | 13.1
Multi-Input combinational cell | 25 | 47.7
## how the worst max path moves through the flow
stage,cells past startpoint,endpoint,start
finish,4,amount[0],sw[4]
global route,4,amount[4],sw[1]
CTS,4,amount[6],sw[1]
## kinds of logic (layout without fill, tap and decap cells)
family	count (synthesis)	after routing
xor+xnor	5	5
buf+inv	5	20
compound gates	6	6
other cells	1	1
simple gates	13	13
## metal layers
metal  GRT usage (%)  vias to the layer above  wire length [µm]
li1                -                      134                 -
met1            3.63                      115               381
met2            4.09                        9               397
met3           0.909                        0                76
met4               0                        0                 0
met5               0                        -                 0
## through the flow
step | util (%) | hold WS [ns]
after global routing | 12.9 | 1.37
after CTS | 12.9 | 1.56
after detailed placement | 12.0 | 2.04
after floorplan | - | 0.975
final | 12.9 | 1.33
after global placement | 12.0 | 2.04
## power by group through the flow
stage / Combinational [µW] / Sequential, µW / Clock [µW]
4_1_cts: 52.9 / 0 / 0
5_1_grt: 57.6 / 0 / 0
6_report: 52.4 / 0 / 0
Power and IR drop assume default switching activity.
