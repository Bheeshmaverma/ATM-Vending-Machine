==> /design/flow/design.v <==
`timescale 1ns / 1ps
module user_clock(s_clk,clk);
  input clk;
  output s_clk;
  reg clk_out = 0;
  reg [25:0] count = 0;
  always @(posedge clk) begin
    count <= count + 1;
    if (count == 5_00_000) begin
      count <= 0;
      clk_out = ~clk_out;
    end
  end
  assign s_clk = clk_out;
endmodule
==> /design/flow/run.sh <==
#!/bin/bash
# OpenROAD 26Q1-2900-gdf79404cd8, Yosys 0.63+post, stock flow scripts
make -C /OpenROAD-flow-scripts/flow DESIGN_CONFIG=/design/flow/config.mk WORK_HOME=/design/flow/orfs finish
==> /design/flow/config.mk <==
export PLATFORM = sky130hd
export DESIGN_NAME = user_clock
export DESIGN_NICKNAME = user_clock
export VERILOG_FILES = /design/flow/design.v
export SDC_FILE = /design/flow/constraint.sdc
export NUM_CORES = 4
export LEC_CHECK = 1
export CORE_AREA = 10 10 96 96
export DIE_AREA = 0 0 106 106
==> /design/flow/constraint.sdc <==
current_design user_clock

set clk_period 3.5
set clk_io_pct 0.2

create_clock -name clk0 -period $clk_period [get_ports {clk}]

set non_clock_inputs [all_inputs -no_clocks]
set_input_delay [expr $clk_period * $clk_io_pct] -clock clk0 $non_clock_inputs
set_output_delay [expr $clk_period * $clk_io_pct] -clock clk0 [all_outputs]
==> design notes <==
The tools report the number of global-route vias before repair as 750. Detailed placement ended at an HPWL of 1450 um. The critical hold path startpoint was count[25]$_SDFF_PN0_. The tools report the logic gate share of total power as 0%. The run gives 0 as the final number of setup-violating endpoints. Pins over their slew limit in the final report were tallied at 0. Before any placement, the netlist area is recorded as 0.00116 mm^2.

The die covers 0.0112 mm^2. STA lists the maximum fanout along the critical path as 11. The switching share of power is 18.7%. For the worst-skew pair, the clock arrives at the later sink with an insertion delay of 0.27 ns. The depth of the most critical reg-to-reg path was 5. The count of buffer and inverter cells on the critical path is 1. The registers of the reported paths see a clock transition of 0.08 ns.

Sorting the synthesized cells by area gives the leading types as sky130_fd_sc_hd__dfxtp_1 (45%), sky130_fd_sc_hd__xnor2_1 (11%), sky130_fd_sc_hd__xor2_1 (5.3%). For this run the aggregate overflow at the end of global routing stands at 0. Yosys reports that the leading cell type by area covers 44.7% of the netlist area. Per the detail_route report, inserted antenna diodes total 0. The script parses the final routing iteration and logs DRC violations as 0.

Looking at the clock tree report, the maximum root-to-sink buffer count equals 2. The final timing report lists clock skew as 0.00177 ns. The tools report the buffer cell driving the clock tree root as sky130_fd_sc_hd__clkbuf_8.

The number of gates resized after CTS was 0. The source of the worst register-to-register timing path is count[0]$_SDFF_PN0_. Broken down by cell family, the worst path's largest delay share belongs to simple AND/OR/NAND/NOR gates. Endpoints failing hold in the final report were tallied at 0. Summing over the stages, the warning tally comes to 26. Worst reg2reg path endpoint: clk_out$_DFFE_PN_. The average detailed-routed wire length per instance is 8.97 um. After synthesis the netlist holds a flip-flop and latch count of 27. The leakage power of the design was 0.000419 uW. On the worst path, the slowest cell contributes a delay of 0.70 ns. For this run, the top clock speed supported by timing is 484 MHz.

2 I/O pins were placed. The tools report the number of antenna violations at the first check in global routing as 0. The total global routing track utilization was 3.53%; the routability congestion estimate from global placement was 0.794. Nets still carrying antenna violations after routing amount to 0. The transition time of the tightest slew-check pin was 0.885 ns. The tools report the clock buffer count from CTS as 3. Counting every instance in the synthesized netlist gives 122. The H-tree depth was 1; the final critical-path share of the clock period was 59.0%. Across all checked pins, the minimum headroom to the slew limit is 40.8%. The run finished with clean final reports.

The switching component of the power was reported as 89.9 uW. The report puts the hold buffer count at CTS at 0. The required time at the endpoint of the critical path came out at 3.40 ns. The worst setup path is launched from a flop. The worst hold slack is 0.484 ns, and the number of warning messages in the yosys log is 1.

The floorplan has 31 rows. The class of the most critical setup path was flop to flop. The cell-internal power is 390 uW. Cells with a size suffix above 1 make up 5.60% of the layout. Summed over all instances, the cell type with the most area after synthesis is sky130_fd_sc_hd__dfxtp_1.

The worst-case reg-to-reg setup slack stands at 1.43 ns. The instance count along the most critical hold path came out at 1. Before placement the cells fill 16.1% of the core.

The gate-level netlist out of Yosys references 28 unique cell types. The vertical die size is 106 um, and the register share after synthesis is 47.3%. The post-synthesis to final-layout area growth was 14.6%; the number of vias per cell after detailed routing was 3.58. In the log, the iteration count for the first detailed-route pass is 4. The synthesized area per cell was 9.54 um^2; the violation count after the first detailed-route iteration was 69. The path class of the tightest hold or removal check is flop to flop.

For the aggregate negative setup slack, the log shows 0 ns. The routed layout has 802 vias. For the overall routed net length, the log shows 2010 um.

The slowest library cell on the worst path was sky130_fd_sc_hd__nor2_1. TritonCTS built the clock tree. The clock drives 27 sinks. Subtracting the final worst setup slack from the clock period gives 2.07 ns. The report lists the power per cell area as 360 mW/mm^2.

The highest supply drop recorded on VDD is 0.128 mV. Pin count of the biggest net entering global routing: 15. The terminating pin of the worst hold path was count[25]$_SDFF_PN0_. The part of the power in registers was 64.3%; the area inside the core boundary was 0.00721 mm^2. The total of buffers placed on input and output ports is 1.

The report counts max-capacitance violations totalling 0. For this run, the chip area from Yosys synthesis comes to 0.00116 mm^2. The type of element capturing the critical path is a flop. The run gives 480 uW for the total chip power.

The setup fix buffers added after clock tree synthesis was 0; the number of standard cells reported by yosys was 122. In this run the critical path is formed by inv_1, ha_1, nor3b_1, nand4_1, nor2_1. Setup repair after global routing left no endpoint under its margin. The width of the die was 106 um; the arrival time reported for the critical path endpoint was 1.96 ns. The logs give 35.7% for the clock power share and 3450 um for the first-pass GRT wire length.
[worst max-delay path by stage]
stage | endpoint | cells after the start | startpoint
finish | clk_out$_DFFE_PN_ | 5 | count[0]$_SDFF_PN0_
CTS | clk_out$_DFFE_PN_ | 5 | count[0]$_SDFF_PN0_
global route | clk_out$_DFFE_PN_ | 5 | count[0]$_SDFF_PN0_
[power by group through the flow]
stage	clock network (uW)	logic [uW]	registers (uW)
4_1_cts	179	0.000175	308
5_1_grt	197	0.000175	309
6_report	171	0.000175	308
[cells in the mapped netlist, drive strengths merged]
cell,number
nor4,9
o21ai,1
a2111oi,1
or4,1
inv,5
nor3,3
nor4bb,1
dfxtp,26
edfxtp,1
xor2,7
or3,1
buf,1
a21oi,2
a31oi,1
and4,2
ha,2
nor2b,1
nor3b,1
nand4b,1
clkbuf,1
nor2,16
nand2,8
nand4,9
xnor2,14
nand3,7
[routing by layer]
layer,up-vias,global-route usage [%],routed length [um]
met2,4,5.57,876
met1,357,4.91,1060
met5,-,0,0
met3,2,0.612,32
li1,439,-,-
met4,0,0.870,44
[cell families after synthesis]
kind of cell / share of synthesized area, %
adders and majority gates: 2.15
and+or+nand+nor: 29.8
xor gates and xnor gates: 15.8
buffers and inverters: 2.37
DFF: 47.3
AOI/OAI and AO/OA: 2.58
[through the flow]
stage	util (%)	worst slack, ns	cells	instance area, um^2
final	18.5	1.43	224	1330
after detailed placement	17.9	1.47	220	1290
after global routing	18.5	1.29	224	1330
after global placement	17.9	1.50	220	1290
after CTS	18.5	1.44	224	1330
after floorplan	-	1.85	122	1160
[registers in the layout (all words and copies together) (netlist names)]
name and flops:
clk_out 1, count 26
[cells in the final DEF (no fill, tap or decap), types with 2 or more instances in the layout]
master / instances
sky130_fd_sc_hd__inv_1: 5
sky130_fd_sc_hd__nand3_1: 6
sky130_fd_sc_hd__nor2_1: 16
sky130_fd_sc_hd__nor3_1: 3
sky130_fd_sc_hd__ha_1: 2
sky130_fd_sc_hd__nand2_1: 8
sky130_fd_sc_hd__a21oi_1: 2
sky130_fd_sc_hd__xnor2_1: 14
sky130_fd_sc_hd__nor4_1: 8
sky130_fd_sc_hd__xor2_1: 7
sky130_fd_sc_hd__clkbuf_8: 3
sky130_fd_sc_hd__dfxtp_1: 26
sky130_fd_sc_hd__and4_1: 2
sky130_fd_sc_hd__nand4_1: 8
[final cells by class]
cell class	count	area (um^2)
flip-flops and latches	27	551
repair buffers	1	10.0
clock buffers	4	45.0
multi-input cells	88	586
well taps	99	124
fillers	799	5880
inverters	5	18.8
Power figures rest on the tool's default switching activity, not on a simulated workload.
