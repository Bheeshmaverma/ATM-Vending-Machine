`flow/run.sh`:
```
#!/bin/bash
# OpenROAD 26Q1-2900-gdf79404cd8, Yosys 0.63+post, stock flow scripts
make -C /OpenROAD-flow-scripts/flow DESIGN_CONFIG=/design/flow/config.mk WORK_HOME=/design/flow/orfs finish
```
`flow/config.mk`:
```
export PLATFORM = sky130hd
export DESIGN_NAME = counter
export DESIGN_NICKNAME = counter
export VERILOG_FILES = /design/flow/design.v
export SDC_FILE = /design/flow/constraint.sdc
export NUM_CORES = 4
export LEC_CHECK = 1
export CORE_AREA = 10 10 70 70
export DIE_AREA = 0 0 80 80
```
`flow/constraint.sdc`:
```
current_design counter

set clk_period 2.0
set clk_io_pct 0.2

create_clock -name clk0 -period $clk_period [get_ports {clk}]

set non_clock_inputs [all_inputs -no_clocks]
set_input_delay [expr $clk_period * $clk_io_pct] -clock clk0 $non_clock_inputs
set_output_delay [expr $clk_period * $clk_io_pct] -clock clk0 [all_outputs]
```
`flow/design.v`:
```
`timescale 1ns / 1ps
module counter(count,led2,led1,amount,inc,dec,rst,clk);
  input rst,clk;
  input inc;  
  input dec;  
  input [7:0] amount;  
  output led2,led1;  
  output [7:0] count;  
  reg [7:0] current_count = 0;
  always @(posedge clk) begin
    if (rst) 
      current_count <= 0;
    else if (inc & (count + amount) > count)
      current_count <= count + amount;  
    else if (dec & (amount <= count))
      current_count <= count - amount;  
    else 
      current_count <= count;  
  end
  reg set0;
  always @(posedge clk) begin
    if (rst) 
      set0 <= 0;
    else if (inc & (count + amount) > count)
      set0 <= 1'b0; 
    else if (dec & (amount <= count))
      set0 <= count - amount; 
    else if (inc & (count + amount) < count)
      set0 <= 1'b0;
    else 
      set0 <= led1; 
  end
  assign led1 = set0;  
  reg set1;
  always @(posedge clk) begin
    if (rst) 
      set1 <= 0;
    else if (inc & (count + amount) > count)
      set1 <= 1'b0; 
    else if (dec & (amount <= count))
      set1 <= count - amount; 
    else if (dec & (amount > count))
      set1 <= 1'b0;
    else 
      set1 <= led2;
  end
  assign led2 = set1;  
endmodule
```
==> results.cfg <==
; physical design summary
[cells_and_area]
comb_area_sq_um = 105.1
stdcell_count = 82
flop_area_sq_um = 40.04
layout.cells.most_common_list = sky130_fd_sc_hd__clkdlybuf4s50_1 (13), sky130_fd_sc_hd__conb_1 (8), sky130_fd_sc_hd__clkbuf_4 (3)
final_layout_size_suffix_gt1_share_pct = 16.67
synthToLayoutAreaGrowth_pct = 98.60
nFillCells = 396
lay_top_count = sky130_fd_sc_hd__clkdlybuf4s50_1

[power]
power.leakage_uw = 0.0001215
power_density_mw_per_mm2 = 459.1
ir_worst_vdd_mv = 0.08031

[clock_tree]
ctsHtreeMaxLevel = 1
cts.reportedPaths.clkPinSlew_ns = 0.03
cts_buffers = 3
cts_max_path_buffers = 2
resized_gates_after_cts = 0
clk_latency_ns = 0.23
cts_hold_repair.buffers = 0
tritoncts_num_sinks = 2
post_cts_setup_repair_buffer_count = 0
ctsRootBufferMaster = sky130_fd_sc_hd__clkbuf_4
cts_tree = built

[drt]
post_drt_via_cell_ratio = 2.195
remaining_number_of_nets_flagged_by_the_antenna_check_after_routing = 0
detail_route.antenna_diodes = 0
post-route-drc-count = 0
routed_wirelength_um = 621
initialDrtViolationCount = 3
route.detailed.wl_per_inst_um = 7.573
routed-via-count = 180
detailedRoute.firstPassIterationCount = 4

[global_route]
largest_net_degree_at_the_start_of_global_routing = 4
number_of_global_route_vias_before_repair = 207
antenna_found_initial = 0
globalRouteTotalUtil_pct = 1.735
global_route.overflow_total = 0
grt_first_pass_wirelength_um = 910

[worst_setup_path]
cp_top_family = buffers and inverters
cp-end-kind = output port
worst_r2r_startpoint = set1
critical_path.startpoint_type = flip-flop
critPathBufInv = 1
crit_path_cell_trace = clkdlybuf4s50_1
endpoint_of_the_most_critical_register_to_register_path = set1
timing.critical_path.fanout_max = 2
timing_worst_setup_path_type = flip-flop to output port
cp.required_ns = 1.60
critical-path-max-stage-delay_ns = 0.48
regToRegSetupSlack_ns = 1.41
cpMaxStageDelayCell = sky130_fd_sc_hd__clkdlybuf4s50_1
timing.critical_path.arrival_ns = 1.03
timing.reg2reg.worst_path_depth = 2

[yosys]
ys_seq_share_pct = 22.38
post_synth_inst_count = 21
yosysChipArea_sq_um = 178.9
synthesis.area_per_instance_sq_um = 8.520
synth.ff_latch_count = 2
netlist_area_sq_um = 178.9
yosys_warnings = 9
synth.lib_cells_used.distinct = 11
yosys-stat-cells = 21

[floorplan]
initial_core_util_pct = 5.238
rows = 21
floorplan.io_pins = 22
placeable_core_region_sq_mm = 0.003416
die_w_um = 80
die.size.y_um = 80
die-area_sq_mm = 0.006400

[final_timing]
fin_ws_ns = 0.5724
timing.fmax_ghz = 0.7005
finalSetupTns_ns = 0
min_period_over_period_pct = 71.38
clock-skew-final_ns = 0
finalHoldViolations = 0
setup_viol = 0
unrepaired_setup_endpoints_after_global_routing = false
slew_viol_final = 0
shortest_period_the_worst_path_allows_ns = 1.428

[placed_design]
place_inst = 79
place_congestion = 0.8154
numPortBuffers = 13
dpl.hpwl_um = 524.4
dp_worst_setup_slack_ns = 0.4803

[run]
cap_viol_max_count = 0
log.warning_count = 25

[hold_path]
worstHoldPathCells = 2
hold_crit_path_type = flip-flop to flip-flop
worstHoldStart = set0
whs_endpoint = set0

[status]
status = complete, no violations
==> cells by family (layout without fill, tap and decap cells) <==
family                 count (synthesis)  in the layout  synth area share (%)
AND/OR/NAND/NOR                        7              7                 32.17
flip-flops                             2              2                 22.38
buffers and inverters                  8             16                 33.57
other                                  1              8                 2.096
AND-OR/OR-AND                          3              3                 9.786
==> where the power goes <==
| part | internal, uW | leakage [uW] | switching, uW |
|---|---|---|---|
| combinational | 23.0 | 0.0000915 | 8.77 |
| sequential | 40.8 | 0.0000162 | 0.297 |
| clock | 66.3 | 0.0000138 | 23.9 |
| total | 130 | 0.000122 | 33.0 |
==> routing by layer <==
metal	GRT usage [%]	up-vias	part of all wire, %
met2	2.006	18	35
met3	1.364	2	20
li1	-	88	-
met4	1.056	0	2.9
met5	0	-	0
met1	2.119	72	42
==> synthesized netlist by cell type <==
cell type                  count  area, sq um
sky130_fd_sc_hd__o21ai_1       1        5.000
sky130_fd_sc_hd__a21oi_1       1        5.000
sky130_fd_sc_hd__nor3_2        1        10.01
sky130_fd_sc_hd__dfxtp_1       2        40.04
sky130_fd_sc_hd__nor4_2        2        25.02
sky130_fd_sc_hd__nand4b_1      1        8.760
sky130_fd_sc_hd__buf_4         8        60.06
sky130_fd_sc_hd__nand2b_1      1        6.260
sky130_fd_sc_hd__a21boi_1      1        7.510
sky130_fd_sc_hd__nor2_1        2        7.510
sky130_fd_sc_hd__conb_1        1        3.750
==> stage by stage <==
| stage | hold WS [ns] | power, uW | instance area, sq um | util (%) |
|---|---|---|---|---|
| 3_5_place_dp | 0.4830 | 74.16 | 332.8 | 9.744 |
| 6_report | 0.4875 | 163.1 | 355.3 | 10.40 |
| 4_1_cts | 0.4946 | 171.4 | 355.3 | 10.40 |
| 5_1_grt | 0.5304 | 173.4 | 355.3 | 10.40 |
| 3_3_place_gp | 0.4721 | 74.12 | 332.8 | 9.744 |
| 2_1_floorplan | 0.4273 | 57.93 | 205.2 | - |
==> worst max-delay path by stage <==
stage / from / to / cells after the start
CTS: set0 / led1 / 1
global route: set0 / led1 / 1
finish: set0 / led1 / 1
==> layout make-up <==
cell class	count	share of cell area, %
repair buffers	13	36.62
multi-input cells	18	29.58
well taps	46	16.20
flip-flops and latches	2	11.27
clock buffers	3	6.338
==> worst min-delay path, delay by kind of cell, from the launching register on <==
family / cells / cell delay, ns
AND/OR/NAND/NOR: 1 / 0.07
flip-flops: 1 / 0.30
AND-OR/OR-AND: 1 / 0.06
==> sequential cells by signal, summed over array words and instances (netlist names) <==
name and cells:
set0 1, set1 1
Power is estimated from default activity; no workload was simulated.
